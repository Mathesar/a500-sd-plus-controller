===== design/flow/design.v =====
module sync_cia_bus (
    input       clk,                 
    input       _reset,              
    output      rst,
    input       reg_decode,          
    output      reg_decode_synced,
    input       r_w,                 
    output      r_w_synced,
    input       _cs,                 
    output      _cs_synced,
    input       e,                   
    output      e_synced,
    input       [7:0]data,           
    output      [7:0]data_synced      
    );
    genvar i;		 
    reg [1:0]rst_ff;
    always @(posedge clk or negedge _reset)
    begin
        if(!_reset)
            rst_ff[1:0] <= 2'b11;  
        else 
            rst_ff[1:0] <= { rst_ff[0], 1'b0 };  
    end
        assign rst = rst_ff[1];
    sync SYNC_RS ( clk, reg_decode, reg_decode_synced );
    sync SYNC_RW ( clk, r_w, r_w_synced );
    sync SYNC_CS ( clk, _cs, _cs_synced );
    sync SYNC_E ( clk, e, e_synced );
    generate
        for (i = 0; i <= 7; i = i + 1) 
        begin : gen_data
            sync SYNC_DATA (clk, data[i], data_synced[i]); 
        end
	endgenerate	
endmodule
module sync (
    input       clk,             
    input       in,              
    output      out              
    );
    reg [1:0]ff;
    always @(posedge clk)
        ff[1:0] <= {ff[0], in};
    assign out = ff[1];
endmodule
module irq_controller
	#(
	parameter	REG_ADDR = 4'hd		 
	)
	(
    input       clk,                 
    input       _reset,              
    input       r_w,                 
    input       _cs,                 
    input       e,                   
    input       [3:0]rs,             
    inout       [7:0]data,           
	output reg  irq_enable           
    );
    reg  select_latch;
    wire [7:0]data_synced;
    assign reg_decode = (rs[3:0]==REG_ADDR) ? 1'b1 : 1'b0;
    sync_cia_bus SYNC_BUS (
        .clk                ( clk ),
        ._reset             ( _reset ),
        .rst                ( rst ),
        .reg_decode         ( reg_decode ), 
        .reg_decode_synced  ( reg_decode_synced ),
        .r_w                ( r_w ),
        .r_w_synced         ( r_w_synced ),
        ._cs                ( _cs ),
        ._cs_synced         ( _cs_synced ),
        .e                  ( e ),
        .e_synced           ( e_synced ),
        .data               ( data ),
        .data_synced        ( data_synced )
    );
    assign select = e_synced & ~_cs_synced;
    always @(posedge clk or posedge rst)
    begin
        if(rst)
            select_latch <= 1'b0;  
        else
            select_latch <= select;
    end
    assign cycle = ~r_w_synced & reg_decode_synced & select & ~select_latch;
    always @(posedge clk or posedge rst)
    begin
        if(rst) 
            irq_enable <= 1'b0;  
        else if(cycle)
            irq_enable <= ( data_synced[5] ) ? data_synced[7] : irq_enable;    
    end     
endmodule
module shifter(
    input clk,                   
    input rst,                   
    input start_write,           
    input start_read,            
    input [7:0]shift_in,         
    output [7:0]shift_out,       
    input [1:0]speed,            
    input crc_reset,             
    input crc_source,            
    output [15:0]crc_out,        
    input miso,                  
    output mosi,                 
    output sclk,                 
    output busy                  
    );
    reg [7:0]shifter;
    reg [15:0]crc16;
    reg [5:0]prescaler;
    reg [4:0]sequencer;
    reg miso_latch;
    reg seq_enable;
    always @(posedge clk)
    begin
        if(start_write || start_read || seq_enable)
            prescaler[5:0] <= 6'b00_0000;
        else
            prescaler[5:0] <= prescaler[5:0] + 1'b1;
    end
    always @(*)
    begin
        if(speed == 2'b00)
            seq_enable = prescaler[5];
        else if(speed == 2'b01)
            seq_enable = prescaler[2];
        else
            seq_enable = 1'b1;
    end
    always @(posedge clk or posedge rst)
    begin
        if(rst)  
            sequencer[4:0] <= 5'b0_0000;
        else if(busy && seq_enable)
            sequencer[4:0] <= sequencer[4:0] + 1'b1;
        else if(start_write || start_read)
            sequencer[4:0] <= 5'b1_0000;
    end
    assign busy        = sequencer[4];
    assign shift       = busy & (seq_enable &  sequencer[0]);
    assign shift_final = (sequencer[3:1] == 3'b111);
    assign sample      = busy & (seq_enable & ~sequencer[0]);
    always @(posedge clk or posedge rst)
    begin
        if(rst)  
            shifter[7:0] <= 8'b0000_0000;
        else if(shift && !shift_final)
            shifter[7:0] <= {shifter[6:0],miso_latch};
        else if(start_write)
            shifter[7:0] <= shift_in[7:0];          
        else if(start_read)
            shifter[7:0] <= 8'b1111_1111;          
    end
    assign shift_out[7:0] = {shifter[6:0],miso_latch};
    assign crc16_in = (crc_source) ? (miso_latch ^ crc16[15]) : (shifter[7] ^ crc16[15]);
    always @(posedge clk or posedge rst)
    begin
        if(rst)  
            crc16[15:0] <= 16'b0000_0000_0000_0000;
        else if(shift)
            crc16[15:0] <= { crc16[14:12], (crc16_in^crc16[11]), crc16[10:5], (crc16_in^crc16[4]), crc16[3:0], crc16_in };
        else if(crc_reset)
            crc16[15:0] <= 16'b0000_0000_0000_0000;     
    end
    assign crc_out = crc16;
    always @(posedge clk)
    begin
        if(sample)
            miso_latch <= miso;  
    end
    assign sclk = sequencer[0]; 
    assign mosi = shifter[7]; 
endmodule
module spi_controller
	#(
	parameter	REG_ADDR = 4'hb		 
	)
	(
    input       clk,                 
    input       _reset,              
    input       r_w,                 
    input       _cs,                 
    input       e,                   
    input       [3:0]rs,             
    inout       [7:0]data,           
	output      ext_oe,				 
    input       miso,                
    output      mosi,                
    output      sclk,                
    output      [3:0]_ss             
    );
    reg  [7:0]data_out;
    reg  [7:0]next_data_out;
    reg  [1:0]ctrl_reg;
    reg  [1:0]next_ctrl_reg;
    reg  [3:0]select_reg;
    reg  [3:0]next_select_reg;
    reg  crc_source_reg;
    reg  next_crc_source_reg;
    reg  [2:0]state;
    reg  [2:0]next_state;
    wire [7:0]data_synced;
    wire [7:0]shift_out;
    wire [15:0]crc_out;
    reg  start_read;
    reg  start_write; 
    reg  crc_reset;
    reg  select_latch;
    reg  enable_data_out_internal;
    reg  enable_data_out_external;
    assign reg_decode = (rs[3:0]==REG_ADDR) ? 1'b1 : 1'b0;
    sync_cia_bus SYNC_BUS (
        .clk                ( clk ),
        ._reset             ( _reset ),
        .rst                ( rst ),
        .reg_decode         ( reg_decode ), 
        .reg_decode_synced  ( reg_decode_synced ),
        .r_w                ( r_w ),
        .r_w_synced         ( r_w_synced ),
        ._cs                ( _cs ),
        ._cs_synced         ( _cs_synced ),
        .e                  ( e ),
        .e_synced           ( e_synced ),
        .data               ( data ),
        .data_synced        ( data_synced )
    );
    assign select = e_synced & ~_cs_synced;
    always @(posedge clk or posedge rst)
    begin
        if(rst)
            select_latch <= 1'b0;  
        else
            select_latch <= select;
    end
    assign cycle = reg_decode_synced & select & ~select_latch;
    localparam IDLE=0, READ=1, WRITE=2, CRC1=3, CRC2=4;
    always @(posedge clk or posedge rst)
    begin
        if(rst)  
        begin
            state <= IDLE;
            ctrl_reg <= 2'b00;
            select_reg <= 4'b00;
            crc_source_reg <= 1'b0;
            data_out <= 8'b0;
        end
        else if(cycle)
        begin
            state <= next_state; 
            ctrl_reg <= next_ctrl_reg;  
            select_reg <= next_select_reg;   
            crc_source_reg <= next_crc_source_reg; 
            data_out <= next_data_out;
        end
    end
    always @(*)
    begin
        next_state = state;
        next_ctrl_reg = ctrl_reg;
        next_select_reg = select_reg;
        next_crc_source_reg = crc_source_reg;
        next_data_out = data_out;
        start_read = 0;
        start_write = 0;
        crc_reset = 0;
        case(state)
            IDLE:
            begin
                if(!r_w)
                begin
                    case(data_synced[7:5])
                        'd1:    
                        begin
                            next_ctrl_reg = data_synced[1:0];
                        end
                        'd2:    
                        begin
                            next_select_reg = data_synced[3:0];
                        end
                        'd3:    
                        begin
                            next_crc_source_reg = data_synced[0];
                            crc_reset = cycle;
                        end
                        'd4:    
                        begin
                            next_state = READ;
                        end
                        'd5:    
                        begin
                            next_state = WRITE;
                        end
                        'd6:    
                        begin
                            next_state = CRC1;
                        end
                    endcase                    
                end
                else                
                begin
                    next_data_out = {busy, 7'bx};
                end
            end
            READ:
            begin
                if(r_w)
                begin
                    next_data_out = shift_out;
                    start_read = cycle;
                end
                else
                begin
                    next_state = IDLE;
                end
            end
            WRITE:
            begin
                if(r_w)
                begin
                    next_data_out = shift_out;
                    next_state = IDLE;
                end
                else
                begin
                    start_write = cycle;
                end
            end
            CRC1:
            begin
                if(r_w)
                begin
                    next_data_out = crc_out[15:8];
                    next_state = CRC2;
                end
                else
                begin
                    next_state = IDLE;
                end
            end
            CRC2:
            begin
                next_data_out = crc_out[7:0];
                next_state = IDLE;
            end
            default:
            begin
                next_state = IDLE;
            end         
        endcase
    end
    shifter SHIFT (
        .clk            ( clk ),             
        .rst            ( rst ),              
        .start_write    ( start_write ),      
        .start_read     ( start_read ),       
        .shift_in       ( data_synced ),    
        .shift_out      ( shift_out ),  
        .speed          ( ctrl_reg[1:0] ),
        .crc_reset      ( crc_reset ),        
        .crc_source     ( crc_source_reg ),       
        .crc_out        ( crc_out ),  
        .miso           ( miso ),             
        .mosi           ( mosi ),       
        .sclk           ( sclk ),            
        .busy           ( busy )            
    );
    assign _ss[3:0] = ~select_reg[3:0];
    always @(posedge clk or posedge _cs)
    begin
        if(_cs)  
        begin
            enable_data_out_internal <= 1'b0;
            enable_data_out_external <= 1'b0;
        end
        else if( reg_decode_synced && r_w_synced && !_cs_synced)
        begin
            enable_data_out_external <= 1'b1;
            enable_data_out_internal <= enable_data_out_external; 
        end  
    end
    assign data = (enable_data_out_internal) ? data_out : 8'bz;
    assign ext_oe = enable_data_out_external;
endmodule
module top(
    input       clk,                 
    input       _reset,              
    input       r_w,                 
    input       _cs_mb,              
    output      _cs_cia,             
    input       e,                   
    output      int_req,             
    input       [3:0]rs,             
    inout       [7:0]data,           
	output		dir,				 
    input       eth_miso,            
    output      eth_mosi,            
    output      eth_sclk,            
    output      _eth_ss,             
    input       _eth_int,            
    output      _eth_reset,          
    input       [1:0]sd_miso,        
    output      [1:0]sd_mosi,        
    output      [1:0]sd_sclk,        
    output      [1:0]_sd_ss,         
	output		sd_led,              
	output      hdd_led              
    );
    wire [3:0]_ss;
    assign _eth_reset = _reset;
    wire spi_reg_selected = (rs[3:0] == 4'hb) ? 1'b1 : 1'b0;
    assign _cs_cia = _cs_mb | spi_reg_selected;
    spi_controller 
	#( 
		.REG_ADDR	( 4'hb ) 
	) 
	SPI
 	(
        .clk        ( clk ), 
        ._reset     ( _reset ),
        .r_w        ( r_w ),
        ._cs        ( _cs_mb ),
        .e          ( e ),
        .rs         ( rs[3:0] ),
        .data       ( data[7:0] ),
		.ext_oe 	( ext_oe ),
        .miso       ( miso ),
        .mosi       ( mosi ),
        .sclk       ( sclk ),
        ._ss        ( _ss )
    );
    assign eth_mosi   = mosi;
    assign sd_mosi[0] = mosi;
    assign sd_mosi[1] = mosi;
    assign eth_sclk   = sclk;
    assign sd_sclk[0] = sclk;
    assign sd_sclk[1] = sclk;
    assign _sd_ss[0]  = _ss[0];
    assign _sd_ss[1]  = _ss[1];
    assign _eth_ss    = _ss[2];
    assign miso = ( _sd_ss[0] | sd_miso[0] ) & ( _sd_ss[1] | sd_miso[1] ) & (_eth_ss | eth_miso );
	assign sd_led  = ~(_sd_ss[0] & _sd_ss[1]);
	assign hdd_led = ~(_sd_ss[0] & _sd_ss[1]);
	assign dir = ~ext_oe;
    irq_controller 
	#( 
		.REG_ADDR	( 4'hd ) 
	) 
	IRQ
 	(
        .clk        ( clk ), 
        ._reset     ( _reset ),
        .r_w        ( r_w ),
        ._cs        ( _cs_mb ),
        .e          ( e ),
        .rs         ( rs[3:0] ),
        .data       ( data[7:0] ),
		.irq_enable ( irq_enable )
    );
    assign int_req = ~_eth_int & irq_enable;
endmodule

===== design/flow/run.sh =====
#!/bin/bash
# OpenROAD 26Q1-2900-gdf79404cd8, Yosys 0.63+post, stock flow scripts
make -C /OpenROAD-flow-scripts/flow DESIGN_CONFIG=/design/flow/config.mk WORK_HOME=/design/flow/orfs finish

===== design/flow/config.mk =====
export PLATFORM = sky130hd
export DESIGN_NAME = top
export DESIGN_NICKNAME = top
export VERILOG_FILES = /design/flow/design.v
export SDC_FILE = /design/flow/constraint.sdc
export NUM_CORES = 4
export LEC_CHECK = 1
export CORE_UTILIZATION = 30

===== design/flow/constraint.sdc =====
current_design top

set clk_period 1.0
set clk_io_pct 0.2

create_clock -name clk0 -period $clk_period [get_ports {clk}]

set non_clock_inputs [all_inputs -no_clocks]
set_input_delay [expr $clk_period * $clk_io_pct] -clock clk0 $non_clock_inputs
set_output_delay [expr $clk_period * $clk_io_pct] -clock clk0 [all_outputs]

==> flow_summary.ini <==
; generated from flow reports
[floorplan]
rows = 38
design.portCount = 36
initCoreUtil_pct = 30.9
die_w_um = 108
die_y_um = 108

[synthesis]
top_area_share_pct = 37.4
synth_top_cell_by_area = dfrtp_1
synth_top_cell_by_count = dfrtp_1
postSynthAreaPerCell_sq_um = 12.5
ys.flop_type = dfrtp_1
yosys_area_sq_mm = 0.00335
ys_cells = 268
synth_seq_share_pct = 59.8
async_reset_ff_share_pct = 61.6
area_leaders = dfrtp_1, dfxtp_1, mux2i_1
ys_top_cells_by_count = dfrtp_1, dfxtp_1, inv_1
synth.cell_area_sq_mm = 0.00335
yosysWarnings = 32
ys_ff = 86
synth-edff-count = 1
syn_inst = 268
synthDistinctLibCells = 50

[clock_network]
post_cts_buffers = 13
root_buffer = clkbuf_8
cts-htree-levels = 3
post_cts_resized = 98
cts.sinks = 86
cts-buffers-inserted = 9
clockBufferDepth = 2
cts_hold_buf = 2

[status]
error_message = [error] [KeplerFormal.cpp:679] Workflow failed: Iso has multiple drivers: .data0, data[0]$_DFFE_PP0P_.Q0
status = did not finish
stop_stage = clock tree synthesis (4_1_cts)

[place]
pre_cts_slack_ps = -787
hpwl_um = 4940
place_congestion = 0.850
io_buffers = 27
-- cells by family after synthesis --
logic type / count (synthesis) / synth area share (%)
muxes: 21 / 6.77
and+or+nand+nor: 58 / 10.9
other: 1 / 0.112
buffers and inverters: 33 / 5.24
xor gates and xnor gates: 8 / 2.09
adders and majority gates: 2 / 0.748
AOI/OAI and AO/OA: 59 / 14.3
DFF: 86 / 59.8
-- metrics by stage --
step	cell area, sq um	instances	hold WS (ps)	total power [W]
after floorplan	3410	268	-71.3	0.00590
after global placement	4190	479	243	0.00690
after detailed placement	4190	479	243	0.00695
Power is estimated from default activity; no workload was simulated.
